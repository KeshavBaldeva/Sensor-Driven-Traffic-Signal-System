===== ./design.v =====
`timescale 1ns / 1ps
module TS_Controller (
    input  clk,
    input  sensor,
    input  clear,
    output reg R_ctry, G_ctry, Y_ctry,
    output reg R_hiwy, G_hiwy, Y_hiwy
);
    parameter s0 = 2'b00;
    parameter s1 = 2'b01;
    parameter s2 = 2'b10;
    parameter s3 = 2'b11;
    parameter CLK_FREQ = 50000000; 
    reg [1:0] state, next_state;
    reg [5:0] count;
    reg count_reset;
    reg sensor_sync_d;
    reg sensor_sync;
    reg [25:0] tick_counter;  
    reg sec_tick;
    always@(posedge clk) 
    begin
        if (clear) begin
            sensor_sync_d <= 1'b0;
            sensor_sync <= 1'b0;
        end else
         begin
            sensor_sync_d <= sensor;
            sensor_sync <= sensor_sync_d;
         end
    end
    always@(posedge clk)
    begin
        if(clear)
         begin
            tick_counter <= 0;
            sec_tick <= 1'b0;
         end
        else if(tick_counter == CLK_FREQ - 1)
         begin
            tick_counter <= 0;
            sec_tick<= 1'b1;
         end
        else
         begin
            tick_counter <= tick_counter + 1;
            sec_tick <= 1'b0;
         end
    end
    always@(posedge clk) 
    begin
        if(clear)
            state <= s0;
        else
            state <= next_state;
    end
    always@(posedge clk) 
    begin
        if(clear)
            count <= 6'b0;
        else if (count_reset)
            count <= 6'b0;
        else if (sec_tick)
            count <= count + 1;
    end
    always@(*) begin
        next_state = state;
        count_reset = 1'b0; 
        case(state)
            s0: begin
                if (count >= 60 && sensor_sync == 1) 
                begin
                    next_state = s1;
                    count_reset = 1'b1;
                end
            end
            s1: begin
                if (count >= 10) 
                begin
                    next_state = s2;
                    count_reset = 1'b1;
                end
            end
            s2: begin
                if (sensor_sync == 0 || count > 30) 
                begin
                    next_state = s3;
                    count_reset = 1'b1;
                end
            end
            s3: begin
                if (count >= 10)
                begin
                    next_state = s0;
                    count_reset = 1'b1;
                end
            end
        endcase
    end
    always@(*) begin
        {R_ctry, G_ctry, Y_ctry} = 3'b100;
        {R_hiwy, G_hiwy, Y_hiwy} = 3'b100;
        case(state)
            s0: begin
                G_hiwy = 1'b1;
                R_hiwy = 1'b0;
            end
            s1: begin
                Y_hiwy = 1'b1;
                R_hiwy = 1'b0;
            end
            s2: begin
                G_ctry = 1'b1;
                R_ctry = 1'b0;
            end
            s3: begin
                Y_ctry = 1'b1;
                R_ctry = 1'b0;
            end
        endcase
    end
endmodule

===== ./run.sh =====
#!/bin/bash
# OpenROAD 26Q1-2900-gdf79404cd8, Yosys 0.63+post, stock flow scripts
make -C /OpenROAD-flow-scripts/flow DESIGN_CONFIG=/design/flow/config.mk WORK_HOME=/design/flow/orfs finish

===== ./config.mk =====
export PLATFORM = sky130hd
export DESIGN_NAME = TS_Controller
export DESIGN_NICKNAME = TS_Controller
export VERILOG_FILES = /design/flow/design.v
export SDC_FILE = /design/flow/constraint.sdc
export NUM_CORES = 4
export LEC_CHECK = 1
export CORE_AREA = 10 10 104 104
export DIE_AREA = 0 0 114 114

===== ./constraint.sdc =====
current_design TS_Controller

set clk_period 4.3
set clk_io_pct 0.2

create_clock -name clk0 -period $clk_period [get_ports {clk}]

set non_clock_inputs [all_inputs -no_clocks]
set_input_delay [expr $clk_period * $clk_io_pct] -clock clk0 $non_clock_inputs
set_output_delay [expr $clk_period * $clk_io_pct] -clock clk0 [all_outputs]

==> impl_metrics.json <==
{
  "cts.sinks": 39,
  "cts_tree": "done",
  "ant_nets": 0,
  "cts_buffers": 5,
  "setup_viol": 0,
  "fin_crit_sh_pct": 55.7,
  "antenna_found_initial": 0,
  "root_buffer": "clkbuf_8",
  "cp.required_ns": 3.44,
  "arrival_ns": 1.54,
  "min_period_ns": 2.40,
  "synth_top_cell_by_area": "dfxtp_1",
  "first_pass_iters": 4,
  "vias": 1423,
  "area.growth.synth_to_final_pct": 12.2,
  "worstHoldStart": "sensor_sync_d",
  "ys_types": 44,
  "ys.flops": 39,
  "gp_congestion": 0.788,
  "grt_max_degree": 25,
  "postLayoutSetupSlackWorst_ns": 1.90,
  "io_pins": 9,
  "ys_warn_count": 1,
  "drc": 0,
  "async_flop_share_pct": 0,
  "ff2ff_setup_slack_ns": 2.33,
  "port_buffers": 8,
  "fin_util_pct": 23.9,
  "synth_top_flop_cell": "dfxtp_1",
  "hold_class": "reg2reg",
  "diodes": 0,
  "drt_wl_total_um": 3320,
  "dieArea_mm2": 0.0130,
  "min_path_cells": 1,
  "hpwl_um": 2290,
  "relSlewSlack_pct": 60.9,
  "hold_path_end": "sensor_sync",
  "edf_count": 0,
  "clock.fmax_mhz": 417,
  "synthCells": 202,
  "yosys.cell_count.top_type": "dfxtp_1",
  "hold_violations": 0,
  "syn_area_per_cell_um2": 9.16,
  "cts_buffer_depth": 2,
  "r2r_end": "tick_counter[25]",
  "r2r_start": "tick_counter[0]",
  "tns_ns": 0,
  "clk-insertion-delay-late_ns": 0.29,
  "rsz0062_at_grt": "no",
  "netlist_top_cells_count": "39 x dfxtp_1, 24 x nor2_1, 12 x xor2_1",
  "fp-utilization_pct": 21.3,
  "ys_seq_share_pct": 42.2,
  "power_leakage_uw": 0.000663,
  "top_cell_area_share_pct": 42.2,
  "viasPerCell": 4.50,
  "clk_pin_slew_ns": 0.07,
  "grt_pass1_wl_um": 5720,
  "htreeDepth": 2,
  "powerDensity_mw_per_mm2": 296,
  "path_class": "reg2out",
  "area_leaders": "dfxtp_1 42%, xor2_1 5.7%, nor2_1 4.9%, o31ai_1 3.7%, nand4_1 3.4%",
  "grt_overflow": 0,
  "cts.hold.buffers_added": 0,
  "post-place-ws_ns": 1.91,
  "cts_resized": 0,
  "drt_iter0_drc": 119,
  "wire_per_inst_um": 10.5,
  "tightest_slew_ns": 0.586,
  "start_kind": "flip-flop",
  "path_max_fanout": 7,
  "die_y_um": 114,
  "track_usage_pct": 5.12,
  "syn-cell-area_mm2": 0.00185,
  "max-cap-violations": 0,
  "ir_drop_mv": 0.106,
  "setup.worst_path.end_class": "primary output",
  "drive_gt1_share_pct": 12.0,
  "skew_ns": 0.00617,
  "ys_cells": 202,
  "drv_slew": 0,
  "r2r_cells": 6,
  "grt_pass1_vias": 1252,
  "warning_count": 25,
  "post-cts-setup-buffers": 0,
  "ys_area_mm2": 0.00185,
  "dieWidth_um": 114,
  "num_rows": 34,
  "core_region_area_mm2": 0.00868,
  "status": "completed"
}
how the worst max path moves through the flow:
stage	start	endpoint	slack, ns	cells after the start
CTS	state[3]	Y_hiwy	1.88	3
finish	state[3]	Y_hiwy	1.90	3
global route	state[3]	Y_hiwy	1.83	3
logic make-up after synthesis:
kind of cell,after synthesis,share of synthesized area [%]
flip-flops,39,42.2
multiplexers,2,1.08
buffers and inverters,18,5.75
AND/OR/NAND/NOR,92,28.6
AND-OR/OR-AND,32,13.0
XOR/XNOR,17,8.05
adder cells (fa/ha/maj),2,1.35
layout by cell type (no fill, tap or decap), drive strengths merged, types with 3 or more instances in the layout:
cell,instances
nor4,3
a21oi,12
xnor2,5
nor3,5
clkinv,3
xor2,12
clkdlybuf4s50,8
and3,3
o31ai,10
nand3,10
nand2,12
dfxtp,39
inv,7
and4,4
clkbuf,5
nand4,11
nor2,24
or4,9
per-stage QoR:
stage	hold WS (ns)	cells	power (µW)	instance area, µm²
2_1_floorplan	0.414	202	387	1850
3_3_place_gp	0.442	308	390	1990
3_5_place_dp	0.427	308	391	1990
4_1_cts	0.445	316	624	2080
5_1_grt	0.470	316	643	2080
6_report	0.443	316	614	2080
routing by layer:
layer / global-route usage, % / share of wire [%] / up-vias
met5: 0 / 0 / -
met4: 0.835 / 1.4 / 0
met3: 1.59 / 4.9 / 5
met2: 7.90 / 44 / 17
met1: 7.02 / 50 / 658
li1: - / - / 743
state kept, by name (all words and copies together) (netlist names):
| name | flops |
|---|---|
| tick_counter | 26 |
| state | 4 |
| sensor_sync_d | 1 |
| count | 6 |
| sec_tick | 1 |
| sensor_sync | 1 |
power breakdown:
group          internal (µW)  total (µW)  switching, µW  leakage (µW)
clock                    111         232            121     0.0000477
sequential               364         367           2.62      0.000315
combinational           5.94        15.2           9.23      0.000300
layout make-up:
class / instances / area [µm²]
fill: 938 / 6600
tap: 108 / 135
multi-input combinational: 145 / 963
clock inverter: 3 / 15.0
timing repair buffer: 9 / 87.6
inverter: 7 / 26.3
clock buffer: 5 / 68.8
sequential: 39 / 781
worst max-delay path, stage by stage, from the launching register on:
cell,delay [ns]
dfxtp_1,0.37
or2_2,0.33
nor2_1,0.09
clkdlybuf4s50_1,0.47
Power is estimated from default activity; no workload was simulated.
